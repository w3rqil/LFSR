==> flow/run.sh <==
#!/bin/bash
# OpenROAD 26Q1-2900-gdf79404cd8, Yosys 0.63+post, stock flow scripts
make -C /OpenROAD-flow-scripts/flow DESIGN_CONFIG=/design/flow/config.mk WORK_HOME=/design/flow/orfs finish
==> flow/config.mk <==
export PLATFORM = sky130hd
export DESIGN_NAME = LFSR_checker
export DESIGN_NICKNAME = LFSR_checker
export VERILOG_FILES = /design/flow/design.v
export SDC_FILE = /design/flow/constraint.sdc
export NUM_CORES = 4
export LEC_CHECK = 1
export CORE_UTILIZATION = 30
==> flow/constraint.sdc <==
current_design LFSR_checker

set clk_period 4.1
set clk_io_pct 0.2

create_clock -name clk0 -period $clk_period [get_ports {clk}]

set non_clock_inputs [all_inputs -no_clocks]
set_input_delay [expr $clk_period * $clk_io_pct] -clock clk0 $non_clock_inputs
set_output_delay [expr $clk_period * $clk_io_pct] -clock clk0 [all_outputs]
==> flow/design.v <==
module LFSR_checker
(
    input wire          clk                                                         ,  
    input wire          i_reset                                                     ,  
    input wire          i_valid                                                     ,  
    input wire [7:0]    i_LFSR                                                      ,  
    output wire [7:0]   o_LFSR_checker                                              ,
    output wire          o_lock                                                        
);
reg [2:0]   valid_counter                                                           ;
reg [2:0]   invalid_counter                                                         ;
reg [7:0]   LFSR                                                                    ;
wire        feedback                                                                ;   
reg [7:0]   next_LFSR                                                               ;
reg         aux_lock                                                                ;
reg         first_flag                                                              ;
always @(posedge clk or posedge i_reset) 
begin
    if(i_reset)
    begin 
        valid_counter   <= 0                                                        ;
        invalid_counter <= 0                                                        ;
        aux_lock        <= 0                                                        ;           
        first_flag      <= 1                                                        ; 
    end else begin
        if(i_valid && first_flag) begin
            LFSR[0] <= feedback                                                     ;
            LFSR[1] <= i_LFSR[0]                                                    ;
            LFSR[2] <= i_LFSR[1] ^ feedback                                         ;
            LFSR[3] <= i_LFSR[2] ^ feedback                                         ;
            LFSR[4] <= i_LFSR[3]                                                    ;
            LFSR[5] <= i_LFSR[4]                                                    ;
            LFSR[6] <= i_LFSR[5]                                                    ;
            LFSR[7] <= i_LFSR[6] ^ feedback                                         ;
            first_flag <= 0                                                         ;
        end else if(i_valid) begin
            LFSR[0] <= feedback                                                     ;
            LFSR[1] <= LFSR[0]                                                      ;
            LFSR[2] <= LFSR[1] ^ feedback                                           ;
            LFSR[3] <= LFSR[2] ^ feedback                                           ;
            LFSR[4] <= LFSR[3]                                                      ;
            LFSR[5] <= LFSR[4]                                                      ;
            LFSR[6] <= LFSR[5]                                                      ;
            LFSR[7] <= LFSR[6] ^ feedback                                           ;
            next_LFSR <= LFSR                                                       ;  
            if(i_LFSR == LFSR) 
            begin  
                valid_counter <= valid_counter + 1                                  ;
                invalid_counter <= 0                                                ;
                if(valid_counter>= 5) begin         
                    aux_lock <= 1                                                   ;
                    valid_counter <= 0                                              ;
                end
            end else if (i_LFSR != next_LFSR) 
            begin  
                invalid_counter <= invalid_counter + 1                              ;
                valid_counter <= 0                                                  ;
                if(invalid_counter>=3) begin            
                    aux_lock=0                                                      ;
                    invalid_counter <= 0                                            ;    
                end
            end
        end
    end
end
assign feedback = first_flag ? i_LFSR[7] : LFSR[7] ^ (LFSR[6:0]==7'b0000000)        ;
assign o_LFSR_checker = LFSR                                                        ;
assign o_lock =aux_lock                                                             ;
endmodule
==> out/summary.txt <==
TNS Setup -> 0 ns
Late-Pin Clk Latency -> 0.27 ns
first-pass GRT wire length -> 3920 um
most common cell in the netlist -> edfxtp_1
clk slew on worst S/H paths -> 0.08 ns
reg2reg start -> LFSR[3]
DR iter-0 viols -> 39
synthesis area per yosys -> 1230 um2
LEAKAGE -> 0.617 nW
Peak VDD IR -> 0.130 mV
share of layout cells above drive strength 1 -> 9.24%
setup repair bufs after CTS -> 0
Post-Layout Inst Area -> 1530 um2
RD Place Congestion -> 0.786
outcome -> finished, final reports clean
maxcap violations -> 0
top cells by count, synth -> edfxtp_1 (16), xor2_1 (12), xnor2_1 (8)
Inserted Diodes -> 0
root buffer cell -> clkbuf_8
largest net degree at the start of global routing -> 14
FMAX -> 0.398 GHz
CP peak stage delay -> 0.52 ns
Final Hold Fails -> 0
placeable core area -> 3800 um2
routed vias -> 808
WHS Endpoint -> first_flag
Setup crit end kind -> register
CP max-delay cell -> o21ai_0
per-cell routed wire length -> 13.6 um
Worst Tran Pin Value -> 0.755 ns
register area share after synthesis -> 55.6%
R2R depth -> 5
worst flop-to-flop path endpoint -> LFSR[3]
ANT nets after route -> 0
DR DRC count -> 0
CP Launch Type -> input pin
Cell Area, Placed -> 1490 um2
max-slew violation count -> 0
CP Max Fanout -> 6
CP delay by family, top -> AND-OR/OR-AND gates
FF+latch count, synth -> 24
# Cells Yosys -> 95
Die H -> 66.0 um
comb. cell area -> 519 um2
post-DP HPWL -> 1680 um
total power draw -> 0.000546 W
final cell count without fillers -> 167
ys flop type -> edfxtp_1
Mapped Cells -> 95
CTS Hold Bufs -> 0
drt via density -> 4.84
clock skew -> 0.00532 ns
CTS tree -> done
flip-flops with a built-in enable -> 16
setup slack, reg-to-reg -> 1.97 ns
CTS H-tree lvls -> 1
Starting Density -> 32.3%
Pwr Density -> 357 nW/um2
crit-path cells -> clkdlybuf4s50_1 > xor2_1 > nor4_1 > nand2_1 > o21ai_0 > mux2_2
Syn-to-layout area delta -> 24.7%
DIE WIDTH -> 66.0 um
CP Data Arrival Time -> 2.72 ns
clk buf depth -> 2
Log Warnings -> 26
post-synthesis cell area -> 1230 um2
Reg area -> 682 um2
# IOs -> 20
cts repair resizes -> 0
cycle use final -> 61.3%
Yosys top cell by area -> edfxtp_1
Yosys Warn Count -> 1
drt first pass iters -> 4
Finish-stage setup viols -> 0
hold crit path type -> register to register
initial antenna violation count -> 0
Async S/R FF share, synth -> 33.3%
Top-area cell share -> 39.1%
WHS -> 0.526 ns
Rel. slew slack -> 49.6%
vias in the first global route -> 788
crit path buf inv count -> 1
Fillers -> 359
Period minus WS final -> 2.52 ns
top cells by area -> edfxtp_1 (39%), dfrtp_1 (14%), xor2_1 (8.6%), xnor2_1 (5.7%), mux2_2 (4.6%)
worst endpoint required time -> 4.31 ns
hold wc startpoint -> first_flag
RSZ-0062 raised after global routing -> no
clock sinks -> 24
Die ar. -> 4350 um2
placed instance count -> 163
count of cell types in the netlist -> 24
critical path class -> input pin to register
Worst Hold Depth -> 1
final WL -> 2280 um
Mean Syn Cell Area -> 12.9 um2
total CTS buffers -> 3
GR Util All Layers -> 12.3%
# rows -> 22
input/output buffers -> 19
grt ovf -> 0
flip-flops by register name, summed over array words and instances (netlist names):
register         count
aux_lock             1
first_flag           1
next_LFSR            8
invalid_counter      3
LFSR                 8
valid_counter        3
layout make-up:
| cell class | instances | share of cell area [%] |
|---|---|---|
| clock buffers | 3 | 2.70 |
| well taps | 48 | 3.92 |
| flip-flops and latches | 24 | 44.6 |
| repair buffers | 20 | 12.9 |
| clock inverters | 1 | 0.245 |
| multi-input cells | 64 | 33.9 |
| inverters | 7 | 1.72 |
worst register-to-register path, stage by stage (launching register included):
cell      delay [ns]
edfxtp_1        0.46
or4_1           0.57
nor4_2          0.18
xor2_1          0.10
mux2i_1         0.42
xor2_1          0.14
routing by layer:
metal | GRT usage [%] | vias to the layer above | part of all wire (%)
li1 | - | 392 | -
met1 | 20.7 | 392 | 48
met2 | 17.2 | 22 | 46
met3 | 2.97 | 2 | 4.9
met4 | 1.33 | 0 | 0.40
met5 | 0 | - | 0
cell families after synthesis:
group | share of synthesized area [%]
AND-OR/OR-AND | 6.42
AND/OR/NAND/NOR | 9.68
adder cells (fa/ha/maj) | 4.08
buffers and inverters | 2.14
multiplexers | 7.85
flip-flops | 55.6
XOR/XNOR | 14.3
cell usage in the layout (no fill, tap or decap), drive strengths merged, types with 2 or more instances in the layout:
cell type / synthesis / final
dfrtp: 7 / 7
nand2: 3 / 3
mux2i: 4 / 4
clkdlybuf4s50: 0 / 19
xnor2: 8 / 8
nor2: 4 / 4
mux2: 5 / 5
ha: 4 / 4
nor2b: 4 / 4
nand4: 2 / 2
o21ai: 3 / 3
inv: 7 / 7
xor2: 12 / 12
edfxtp: 16 / 16
a22o: 5 / 5
nor4: 3 / 3
clkbuf: 0 / 3
per-stage QoR:
stage	util (%)	setup slack [ns]
after floorplan	-	1.96
after global placement	39.1	1.33
after detailed placement	39.1	1.34
after CTS	40.3	1.60
after global routing	40.3	1.36
final	40.3	1.58
power by group:
| part | internal, W | switching, W |
|---|---|---|
| clock | 0.0000670 | 0.0000778 |
| sequential | 0.000280 | 0.0000193 |
| combinational | 0.0000556 | 0.0000457 |
| total | 0.000403 | 0.000143 |
worst max path at each step:
stage | from | endpoint | slack (ns) | cells past startpoint
CTS | i_LFSR[3] | valid_counter[0] | 1.60 | 6
global route | i_LFSR[3] | valid_counter[0] | 1.36 | 6
finish | i_LFSR[3] | valid_counter[0] | 1.58 | 6
Power and IR drop assume default switching activity.
