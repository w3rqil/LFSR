--- design/flow/config.mk ---
export PLATFORM = sky130hd
export DESIGN_NAME = LFSR_generator
export DESIGN_NICKNAME = LFSR_generator
export VERILOG_FILES = /design/flow/design.v
export SDC_FILE = /design/flow/constraint.sdc
export NUM_CORES = 4
export LEC_CHECK = 1
export CORE_AREA = 10 10 70 70
export DIE_AREA = 0 0 80 80
--- design/flow/run.sh ---
#!/bin/bash
# OpenROAD 26Q1-2900-gdf79404cd8, Yosys 0.63+post, stock flow scripts
make -C /OpenROAD-flow-scripts/flow DESIGN_CONFIG=/design/flow/config.mk WORK_HOME=/design/flow/orfs finish
--- design/flow/design.v ---
module LFSR_generator 
(
    input wire  clk                                             ,
    input wire  i_valid                                         ,
    input wire  i_rst                                           ,                
    input wire  i_soft_reset                                    ,                
    input wire  [7:0] i_seed                                    ,                
    output wire [7:0] o_LFSR                                                     
);
reg [7:0] LFSR                                                  ;
wire feedback = LFSR[7] ^ (LFSR[6:0]==7'b0000000)       ;
reg [7:0] seed = 8'b11111111                                    ;
always @(posedge clk or posedge i_rst) begin
    if (i_rst) begin
        LFSR <= seed                                            ;
    end else if (i_soft_reset) begin
        LFSR <= i_seed                                          ;
    end else if (i_valid) begin
        LFSR[0] <= feedback                                     ;
        LFSR[1] <= LFSR[0]                                      ;
        LFSR[2] <= LFSR[1] ^ feedback                           ;
        LFSR[3] <= LFSR[2] ^ feedback                           ;
        LFSR[4] <= LFSR[3]                                      ;
        LFSR[5] <= LFSR[4]                                      ;
        LFSR[6] <= LFSR[5]                                      ;
        LFSR[7] <= LFSR[6] ^ feedback                           ;
    end
end
assign o_LFSR = LFSR                                            ;
endmodule
--- design/flow/constraint.sdc ---
current_design LFSR_generator

set clk_period 1.9
set clk_io_pct 0.2

create_clock -name clk0 -period $clk_period [get_ports {clk}]

set non_clock_inputs [all_inputs -no_clocks]
set_input_delay [expr $clk_period * $clk_io_pct] -clock clk0 $non_clock_inputs
set_output_delay [expr $clk_period * $clk_io_pct] -clock clk0 [all_outputs]
==> run_results.csv <==
group,metric,value,unit
run_status,outcome,"complete, no violations",
synth,synth_area_leader_cell,"dfstp_2",
min_path,min_path_cells,2,
final_timing,tns,0,ns
synth,synthAoiAreaFrac,15.1,%
finish,largest_register_ffs,8,
drt,drt_pass1_iterations,4,
final_timing,setup_viol,0,
final_timing,rsz0062_at_grt,"false",
final_timing,clock_skew,0.00165,ns
clock_tree,ctsRootBufferMaster,"clkbuf_4",
die,die_x,80,µm
setup_path,cp_max_fo,10,
die,rows,21,
synth,ys_sh_mux,8.16,%
synth,xor_area_share,0,%
die,die_area,6400,µm²
power,ir_drop,0.219,mV
clock_tree,cts_buffer_depth,2,
clock_tree,clk_pin_slew,0.05,ns
global_route,grt_max_degree,20,
placed_design,gp_congestion,0.762,
job,drv_cap,0,
die,initCoreUtil,14.4,%
synth,yosys_cells,50,
drt,viasPerCell,3.86,
setup_path,reg2reg_depth,3,
setup_path,r2r-end,"LFSR[7]",
final_timing,finalCritPeriodShare,91.2,%
setup_path,crit_chain,"clkdlybuf4s50_1",
setup_path,cp-end-kind,"primary output",
final_timing,min_period,1.73,ns
synth,simple_gate_share,30.9,%
synth,synth_seq_share,42.9,%
setup_path,cp_num_buf_inv,1,
clock_tree,htreeDepth,1,
drt,insertedDiodeCount,0,
synth,ys_sh_adder,0,%
clock_tree,clock_sinks,8,
drt,antenna_left,0,
synth,synth.avg_cell_area,9.81,µm²
clock_tree,clk_latency,0.25,ns
die,core,3420,µm²
synth,yosys_area,490,µm²
drt,drc,0,
synth,yosys-top-cells-area,"dfstp_2 43%, mux2i_1 8.2%, o21ai_0 7.1%, nor4bb_1 6.1%, nor3b_1 6.1%",
final_timing,drv_slew,0,
placed_design,io_buffer_count,19,
synth,synthCells,50,
final_timing,max_freq,577,MHz
synth,top_area_share,42.9,%
finish,top_register,"LFSR",
final_timing,max_slew_margin,78.8,%
setup_path,r2r_start,"LFSR[0]",
clock_tree,cts_hold_buffers,0,
drt,post_drt_wl_per_cell,12.7,µm
clock_tree,cts_setup_buffers,0,
drt,num_vias,455,
setup_path,r2r_slack,0.24,ns
global_route,antenna_found_initial,0,
synth,synthTopLogicFamily,"simple AND/OR/NAND/NOR gates",
clock_tree,tritoncts,"built",
job,warnings,25,
finish,syn_to_final_growth,57.4,%
setup_path,slowest_stage,"dfstp_2",
finish,layout-drive-gt1-share,22.2,%
setup_path,cp-start-kind,"flop",
die,die_h,80,µm
setup_path,cp_top_family,"flip-flops",
synth,yosys_warnings,1,
clock_tree,cts.repair.resized,0,
power,power.density,647,nW/µm²
drt,drtIter0Drc,46,
min_path,min_to,"LFSR[4]",
global_route,grt.overflow.total,0,
finish,reg.largest.list,"LFSR (8)",
synth,synth_area,490,µm²
power,p_total,499,µW
min_path,hp-start,"LFSR[4]",
global_route,grt_pass1_vias,472,
setup_path,cpPeakStageDelay,0.61,ns
die,io_pins,20,
final_timing,tightest_slew,0.318,ns
synth,synth_flops,8,
setup_path,crit_required,1.52,ns
final_timing,hold_viol,0,
setup_path,crit_arrival,1.35,ns
power,leakagePower,0.000285,µW
setup_path,critPathKind,"flop to primary output",
global_route,grt_usage,4.71,%
clock_tree,cts_buffers,3,
global_route,grt_pass1_wl,2370,µm
synth,synth_cell_types,16,
setup_path,crit_cells,1,
drt,routed_wl,1500,µm
min_path,hp-class,"flop to flop",
## metrics by stage
step	utilization [%]	area, µm²	setup slack, ns	instances	hold slack [ns]
2_1_floorplan	-	490	0.316	50	0.423
3_3_place_gp	21.9	749	0.210	115	0.564
3_5_place_dp	21.9	749	0.175	115	0.566
4_1_cts	22.6	772	0.145	118	0.575
5_1_grt	22.6	772	0.0885	118	0.614
6_report	22.6	772	0.167	118	0.573
## cells in the mapped netlist
cell type / number
nand2_1: 4
o211ai_1: 1
mux2i_1: 4
nor3b_1: 4
a21oi_1: 1
dfstp_2: 8
inv_1: 1
clkbuf_1: 3
nor4bb_1: 3
nor2b_1: 4
nand3_1: 4
or4b_4: 1
o21ai_0: 7
a221oi_1: 3
or3_1: 1
or4_4: 1
## tightest hold or removal path, cell delays in order (launching register included)
cell and delay, ns:
dfstp_2 0.38, mux2i_1 0.11, o21ai_0 0.08
## layer usage
layer	global-route usage, %	wire length (µm)	share of wire (%)	vias up
met4	0.352	0	0	0
met1	5.96	659	44	203
li1	-	-	-	235
met2	6.50	659	44	17
met3	3.52	184	12	0
met5	0	0	0	-
## layout by cell type, fill, tap and decap left out, drive strengths merged
master / netlist / routed
clkdlybuf4s50: 0 / 19
dfstp: 8 / 8
o21ai: 7 / 7
mux2i: 4 / 4
nand2: 4 / 4
nor2b: 4 / 4
nor3b: 4 / 4
nand3: 4 / 4
nor4bb: 3 / 3
a221oi: 3 / 3
clkbuf: 3 / 3
buf: 0 / 3
or4: 1 / 1
or3: 1 / 1
or4b: 1 / 1
a21oi: 1 / 1
o211ai: 1 / 1
inv: 1 / 1
## cell families (layout without fill, tap and decap cells)
| kind of cell | count (synthesis) | in the layout |
|---|---|---|
| buffers and inverters | 4 | 26 |
| flip-flops | 8 | 8 |
| AND-OR/OR-AND | 12 | 12 |
| multiplexers | 4 | 4 |
| AND/OR/NAND/NOR | 22 | 22 |
## worst max path at each step
stage / startpoint / end / slack (ns)
after CTS: LFSR[7] / o_LFSR[7] / 0.15
after global routing: LFSR[7] / o_LFSR[7] / 0.09
final: LFSR[7] / o_LFSR[7] / 0.17
## where the power goes
group	total [µW]	internal (µW)	switching [µW]	leakage [µW]
clock network	131	72.3	58.2	0.0000138
registers	233	207	26.4	0.0000839
logic	135	90.3	44.8	0.000187
total	499	370	129	0.000285
## layout make-up
class | count | area [µm²]
fillers | 375 | 2640
multi-input cells | 38 | 265
repair buffers | 22 | 213
flip-flops and latches | 8 | 210
well taps | 46 | 57.6
clock buffers | 3 | 22.5
inverters | 1 | 3.75
Power and IR drop assume default switching activity.
